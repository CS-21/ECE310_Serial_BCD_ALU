### /design/flow/config.mk
export PLATFORM = sky130hd
export DESIGN_NAME = Project3
export DESIGN_NICKNAME = Project3
export VERILOG_FILES = /design/flow/design.v
export SDC_FILE = /design/flow/constraint.sdc
export NUM_CORES = 4
export LEC_CHECK = 1
export CORE_UTILIZATION = 40
### /design/flow/constraint.sdc
current_design Project3

set clk_period 7.2
set clk_io_pct 0.2

create_clock -name clk0 -period $clk_period [get_ports {clock}]

set non_clock_inputs [all_inputs -no_clocks]
set_input_delay [expr $clk_period * $clk_io_pct] -clock clk0 $non_clock_inputs
set_output_delay [expr $clk_period * $clk_io_pct] -clock clk0 [all_outputs]
### /design/flow/design.v
`timescale 1ns / 1ps
module Project3(
    input  clock,
    input  reset,
    input  din,
    output result
);
    reg  [40:0] sipo;
    wire        header = (sipo[40:33] == 8'hA5);
    always @(posedge clock) begin
        if (reset)          sipo <= 41'd0;
        else if (header)    sipo <= 41'd0;
        else                sipo <= {sipo[39:0], din};
    end
    reg         stage1_valid;
    reg         op_reg;
    reg  [15:0] A_reg, B_reg;
    always @(posedge clock) begin
        if (reset) begin
            stage1_valid <= 1'b0;
            op_reg       <= 1'b0;
            A_reg        <= 16'd0;
            B_reg        <= 16'd0;
        end else if (header) begin
            stage1_valid <= 1'b1;
            op_reg       <= sipo[32];
            A_reg        <= sipo[31:16];
            B_reg        <= sipo[15:0];
        end else begin
            stage1_valid <= 1'b0;
        end
    end
    reg stage2_valid;
    always @(posedge clock) begin
        if (reset)      stage2_valid <= 1'b0;
        else            stage2_valid <= stage1_valid;
    end
    wire [15:0] B9 = {
        4'd9 - B_reg[15:12],
        4'd9 - B_reg[11:8],
        4'd9 - B_reg[7:4],
        4'd9 - B_reg[3:0]
    };
    wire [15:0] add_S, sub_S;
    wire        add_Cout, sub_Cout;
    BCD4 add_inst(
        .A  (A_reg),
        .B  (B_reg),
        .Cin(1'b0),
        .S  (add_S),
        .Cout(add_Cout)
    );
    BCD4 sub_inst(
        .A  (A_reg),
        .B  (B9),
        .Cin(1'b1),
        .S  (sub_S),
        .Cout(sub_Cout)
    );
    wire [19:0] result_data = op_reg
        ? {4'b0000,      sub_S}
        : {3'b000, add_Cout, add_S};
    reg [27:0] piso;
    always @(posedge clock) begin
        if (reset)            piso <= 28'd0;
        else if (stage2_valid) piso <= {8'h96, result_data};
        else                  piso <= {piso[26:0], 1'b0};
    end
    assign result = piso[27];
endmodule
module BCD1(
    input  [3:0] A,
    input  [3:0] B,
    input        Cin,
    output [3:0] S,
    output       Cout
);
    wire [4:0] sum1   = A + B + Cin;
    wire       adjust = (sum1 > 5'd9);
    wire [4:0] sum2   = adjust ? (sum1 + 5'd6) : sum1;
    assign S    = sum2[3:0];
    assign Cout = sum2[4];
endmodule
module BCD4(
    input  [15:0] A,
    input  [15:0] B,
    input         Cin,
    output [15:0] S,
    output        Cout
);
    wire c0, c1, c2;
    BCD1 digit0(.A(A[3:0]  ), .B(B[3:0]  ), .Cin(Cin ), .S(S[3:0]  ), .Cout(c0));
    BCD1 digit1(.A(A[7:4]  ), .B(B[7:4]  ), .Cin(c0  ), .S(S[7:4]  ), .Cout(c1));
    BCD1 digit2(.A(A[11:8] ), .B(B[11:8] ), .Cin(c1  ), .S(S[11:8] ), .Cout(c2));
    BCD1 digit3(.A(A[15:12]), .B(B[15:12]), .Cin(c2  ), .S(S[15:12]), .Cout(Cout));
endmodule
### /design/flow/run.sh
#!/bin/bash
# OpenROAD 26Q1-2900-gdf79404cd8, Yosys 0.63+post, stock flow scripts
make -C /OpenROAD-flow-scripts/flow DESIGN_CONFIG=/design/flow/config.mk WORK_HOME=/design/flow/orfs finish
==> run summary <==
Flow results follow.

TritonCTS built the clock tree. The total internal power is 887 µW. The total overflow left after global routing is 0. Counting flops with a built-in enable in the synthesized netlist gives 0.

Once synthesis finished, the tally of register bits stood at around 100. The switching share of power is 19.9%. The CTS clock-pin slew for the worst setup and hold paths is about 70 ps. In the final layout, the registers with the most flip-flops are sipo (41), piso (28).

The violation count after the first detailed-routing iteration is approximately 160. Looking at the max-slew report, the worst-margin pin has a slew of 855 ps. Setup repair after global routing could not meet its margin everywhere. The yosys stat chip area is 5400 µm². The relative contribution of the clock network to total power is 46.9%. The buffer depth of the longest clock path is 2. The class of the tightest hold or removal check is reg -> reg. The final report lists the setup-violating endpoint count as 0.

The floorplan step defined a die boundary enclosing 14000 µm². The die is around 120 µm wide. The combinational power share is 1.1%. The achievable clock frequency is 140 MHz.

Excluding fillers, the count of instances in the completed layout stands at 811. Prior to clock tree synthesis, the placed netlist has a worst setup slack of -193 ps. Measured against its own limit, the worst slew margin works out to 42.9%. The data required time reported for the critical path is around 7400 ps. By area the synthesized netlist is led by dfxtp_1 (39%), ha_1 (9.0%), mux2i_1 (8.7%). The fraction of registers with async set/reset is 0%. The number of different library cells used by synthesis comes to between 50 and 60. The worst setup path is launched from a flop. The register with the most flip-flops in the layout has 41 of them.

For reference, the final report shows the max-slew violation count at 0. The biggest area consumer among synthesized cells is dfxtp_1. The smallest setup slack after layout is 52.3 ps. In this run the mean area of a mapped cell was about 9.5 µm². The total inserted antenna cells is 0. In the log, the iteration count for the first detailed-route pass is 4. The number of endpoints with negative hold slack in the final report is 0.

The area added between synthesis and finish is 26.0%. Summed over all cells, the static leakage comes to approximately 3.1 nW. Looking at the setup timing report, the critical path kind is reg -> reg. The flow reports that sequential cells draw 52.0% of the design power.

Counting flops per register, the top entry is sipo. For this design, the slowest cell found on the critical path is fa_2. The hold buffer count at CTS is 0. Counting stages on the worst path, the most repeated cell is inv_2. The endpoint type of the worst setup path is a flop.

The maximum clock skew at final layout is 7.76 ps. The number of maximum-capacitance violations is 0. 4 I/O pins were placed. The root buffer cell chosen for the clock tree is clkbuf_16. The number of H-tree branching levels is 3. The initial utilization of the core area, before any placement, comes to 41.0%. The core utilization of the finished layout is 51.6%. The worst slack on hold paths is 427 ps. The maximum single-stage delay on the critical path is 460 ps. According to the dpl log, the detail-placed design has an HPWL of 7.25 mm. The flow ran to the end, and the final reports show no timing, DRC or antenna violations.

The total wire length is 10.5 mm. The area of placed instances is 5950 µm². The core region area is 13200 µm².

The cell count after placement is 776. The number of clock sinks seen by CTS is 104. Entering global routing, the biggest net connects about 56 pins. In the synthesized netlist, the number of instances is about 570.

STA puts the critical path data arrival time at ~7400 ps. The tally of filler cells in the layout is 1101. The synthesis report names the predominant flop master as dfxtp_1. The smallest clock period supported by the final layout is computed as just over 7000 ps. The number of remaining DRC errors is 0.

The tally of yosys warning messages is 1. The via count of the first global-routing pass is 3728. The final estimated routing congestion in global placement is approximately 0.87. Clock tree synthesis inserted a total of 9 buffers. The most frequent logic cell in the layout is dfxtp_1. The final critical path takes up 99.3% of the cycle. The floorplan die height is 118 µm. Clock latency on the worst-skew pair, taken at its later pin, is between 300 and 400 ps. The number of port buffers is 3. The first global-routing pass estimated 17.7 mm of wire. Ranking logic cells in the layout by count gives the top entries dfxtp_1 (101), buf_4 (66), nor2_1 (56), and2_1 (46), mux2i_1 (44). The layout summary lists the proportion of cells stronger than drive strength 1 as 28.3%. The initial antenna violation count is 0. The number of buffer and inverter stages on the critical path is 10. The stage logs contain a warning count of 32. On the critical path the largest part of the delay comes from adder cells. The count of antenna-violating nets left after detailed routing is 0. Yosys stat counts ~570 cells in the synthesized netlist. IR analysis of the VDD net gives a maximum drop of approximately 0.000090 V. The cell row count is 42. After detailed routing, the number of vias per cell comes to 4.91. Across all layers, the routed design uses ~4000 vias. The worst-case register-to-register setup slack is 50 ps. Sequential cells were found to cover roughly two fifths of the synthesized design area. Global routing consumed, over all layers together, 15.9% of the routing resources. The average wire per cell in the routed design is 13.0 µm. The net switching power is 220 µW. The largest fanout of any net on the critical path is 4. Yosys reports that the leading cell type by area covers 38.5% of the netlist area. The total power divided by cell area is between 150 and 200 nW/µm². The final report gives the standard cell area, fillers excluded, as 6810 µm². In this run the cell area of the synthesized design comes to 5400 µm².
## stage by stage
step | total power, mW | setup TNS [ps]
finish | 1.11 | 0
floorplan | 0.597 | 0
CTS | 1.12 | 0
global placement | 0.602 | -101
global route | 1.15 | -487
detailed placement | 0.602 | -327
## worst paths after layout
kind | from | end | depth (start not counted)
setup / recovery | B_reg[0] | piso[14] | 37
hold / removal | piso[17] | piso[18] | 1
setup reg to reg | B_reg[0] | piso[14] | 37
hold reg to reg | piso[17] | piso[18] | 1
## layout make-up
type	count	area (µm²)	share of cell area, %
clock buffer	11	233	3.42
sequential	104	2090	30.6
tap	176	220	3.23
inverter	39	151	2.22
multi-input combinational	406	3500	51.4
timing repair buffer	70	532	7.81
clock inverter	5	88.8	1.30
## cell families (layout without fill, tap and decap cells)
logic type	Yosys count	after routing	share of synthesized area [%]
flip-flops	104	104	38.5
AND-OR/OR-AND	88	88	11.2
buffers and inverters	58	125	4.17
adder cells (fa/ha/maj)	53	53	14.2
multiplexers	52	52	9.82
AND/OR/NAND/NOR	191	191	18.4
XOR/XNOR	22	22	3.71
## Yosys cell counts (all sizes together) (5+ instances only)
master    n
nand2    19
mux2i    47
and2     47
inv      39
nand3     8
fa       14
mux2      5
xor2     13
nor3     15
ha       39
dfxtp   104
a21o     13
a21oi    25
nor2     58
and3      6
clkbuf   15
xnor2     9
nor2b    14
o21ai    19
## repair_timing
item / in CTS / in global routing
setup buffers: 14 / 13
setup endpoints to repair: 2 / 4
pin swaps: 10 / 38
cloned: 0 / 0
gates resized: 19 / 86
## power by group through the flow
stage	clock network [mW]	registers (mW)	logic (mW)
CTS	0.533	0.576	0.0123
global route	0.559	0.576	0.0132
finish	0.520	0.576	0.0118
## routing by layer
layer	global-route usage, %	up-vias	wire, µm
li1	-	2065	-
met1	26.2	1876	5620
met5	0	-	0
met2	23.3	33	4490
met4	1.92	0	160
met3	2.21	10	249
Power is estimated from default activity; no workload was simulated.
